### design/flow/run.sh
#!/bin/bash
# OpenROAD 26Q1-2900-gdf79404cd8, Yosys 0.63+post, stock flow scripts
make -C /OpenROAD-flow-scripts/flow DESIGN_CONFIG=/design/flow/config.mk WORK_HOME=/design/flow/orfs finish
### design/flow/config.mk
export PLATFORM = sky130hd
export DESIGN_NAME = t2a_dht
export DESIGN_NICKNAME = t2a_dht
export VERILOG_FILES = /design/flow/design.v
export SDC_FILE = /design/flow/constraint.sdc
export NUM_CORES = 4
export LEC_CHECK = 1
export CORE_UTILIZATION = 40
### design/flow/constraint.sdc
current_design t2a_dht

set clk_period 6.4
set clk_io_pct 0.2

create_clock -name clk0 -period $clk_period [get_ports {clk_50M}]

set non_clock_inputs [all_inputs -no_clocks]
set_input_delay [expr $clk_period * $clk_io_pct] -clock clk0 $non_clock_inputs
set_output_delay [expr $clk_period * $clk_io_pct] -clock clk0 [all_outputs]
### design/flow/design.v
module t2a_dht(
    input  clk_50M,
    input  reset,            
    inout  sensor,           
    output reg [7:0] T_integral,
    output reg [7:0] RH_integral,
    output reg [7:0] T_decimal,
    output reg [7:0] RH_decimal,
    output reg [7:0] Checksum,
    output reg data_valid
);
reg sensor_dir;
reg sensor_out;
assign sensor = sensor_dir ? sensor_out : 1'bz;
wire sensor_in = sensor;      
localparam S_IDLE        = 4'd0,    
           S_START_LOW   = 4'd1,    
           S_START_HIGH  = 4'd2,    
           S_WAIT_RL     = 4'd3,    
           S_WAIT_RH     = 4'd4,    
           S_BITLOW      = 4'd5,    
           S_BITHIGH     = 4'd6,    
           S_WAIT_LATCH  = 4'd7,    
           S_LATCH       = 4'd8,    
           S_WAITNEXT    = 4'd9;    
reg [3:0] state;
localparam START_LOW_CYC   = 900000;   
localparam START_HIGH_CYC  = 2000;     
localparam RESP_MIN_CYC    = 3000;     
localparam BIT_LOW_MIN     = 2000;     
localparam BIT_ONE_TH      = 2400;     
reg [19:0] cnt;             
reg [5:0]  bit_cnt;         
reg [39:0] shift;           
always @(posedge clk_50M) begin
    if (!reset) begin
        state <= S_IDLE;
        cnt <= 0;
        bit_cnt <= 0;
        shift <= 0;
        sensor_dir <= 0;
        sensor_out <= 1;
        RH_integral <= 0;
        RH_decimal  <= 0;
        T_integral  <= 0;
        T_decimal   <= 0;
        Checksum    <= 0;
        data_valid  <= 0;
    end
    else begin
        data_valid <= 0;    
        case (state)
        S_IDLE: begin
            sensor_dir <= 1;
            sensor_out <= 0;
            cnt <= 1;
            state <= S_START_LOW;
        end
        S_START_LOW: begin
            sensor_dir <= 1;
            sensor_out <= 0;
            if (cnt < START_LOW_CYC)
                cnt <= cnt + 1;
            else begin
                cnt <= 1;
                sensor_out <= 1;    
                state <= S_START_HIGH;
            end
        end
        S_START_HIGH: begin
            sensor_dir <= 1;
            sensor_out <= 1;
            if (cnt < START_HIGH_CYC)
                cnt <= cnt + 1;
            else begin
                sensor_dir <= 0;    
                cnt <= 0;
                state <= S_WAIT_RL;
            end
        end
        S_WAIT_RL: begin
            if (!sensor_in)
                cnt <= cnt + 1;
            if (sensor_in && cnt > 0) begin    
                cnt <= 1;
                state <= S_WAIT_RH;
            end
        end
        S_WAIT_RH: begin
            if (sensor_in)
                cnt <= cnt + 1;
            else begin
                cnt <= 0;
                bit_cnt <= 0;
                shift <= 0;
                state <= S_BITLOW;
            end
        end
        S_BITLOW: begin
            if (!sensor_in)
                cnt <= cnt + 1;
            else begin
                if (cnt >= BIT_LOW_MIN) begin
                    cnt <= 1;
                    state <= S_BITHIGH;
                end
                else begin
                    cnt <= 0;    
                end
            end
        end
        S_BITHIGH: begin
            if (sensor_in)
                cnt <= cnt + 1;
            else begin
                shift <= {shift[38:0], (cnt > BIT_ONE_TH)};
                bit_cnt <= bit_cnt + 1;
                cnt <= 0;
                if (bit_cnt == 6'd39)
                    state <= S_WAIT_LATCH;
                else
                    state <= S_BITLOW;
            end
        end
        S_WAIT_LATCH: begin
            if (cnt < 1)
                cnt <= cnt + 1;
            else begin
                cnt <= 0;
                state <= S_LATCH;
            end
        end
        S_LATCH: begin
            if ((shift[39:32] + shift[31:24] + shift[23:16] + shift[15:8])
                == shift[7:0]) begin
                RH_integral <= shift[39:32];
                RH_decimal  <= shift[31:24];
                T_integral  <= shift[23:16];
                T_decimal   <= shift[15:8];
                Checksum    <= shift[7:0];
                data_valid  <= 1;    
            end
            cnt <= 0;
            bit_cnt <= 0;
            shift <= 0;
            state <= S_WAITNEXT;
        end
        S_WAITNEXT: begin
            if (!sensor_in)
                state <= S_IDLE;
        end
        endcase
    end
end
endmodule
==> flow_metrics.env <==
# yosys + openroad results
export IMPL_outcome="stopped before the end"
export IMPL_haltStage="clock tree synthesis"
export IMPL_tool_error="[error] [KeplerFormal.cpp:679] Workflow failed: Iso has multiple drivers: .sensor0, sensor$_SDFFE_PN1P_.Q0"
export IMPL_ys_area_um2=5980
export IMPL_io_pins=44
export IMPL_flop_cell="dfxtp_1"
export IMPL_place_hpwl_um=9660
export IMPL_synth_most_common_cell="dfxtp_1"
export IMPL_post_cts_buffers=0
export IMPL_row_count=44
export IMPL_cts_root_buf="clkbuf_16"
export IMPL_syn_area_um2=5980
export IMPL_yosys_warnings=2
export IMPL_edf_count=0
export IMPL_syn_avg_cell_area_um2=8.40
export IMPL_synth_async_reset_ratio=0
export IMPL_yosys_stat_seqShare=0.395
export IMPL_yosysTopAreaCellShare=0.395
export IMPL_syn_instance_count=712
export IMPL_gp_congestion=0.844
export IMPL_die_x_um=124
export IMPL_port_buffers=42
export IMPL_ys_cells=712
export IMPL_cts_hold_buffers=0
export IMPL_synth_area_leader_cell="dfxtp_1"
export IMPL_post_cts_resized=0
export IMPL_synth_area_top_cells="dfxtp_1 (40%), a21oi_1 (8.1%), nand2_1 (5.6%), nand4_1 (5.3%), o31ai_1 (5.1%)"
export IMPL_htree_num_levels=4
export IMPL_clkSinkCount=118
export IMPL_initCoreUtil=0.411
export IMPL_die_h_um=124
export IMPL_ys_flops=118
export IMPL_cts_buffers=17
export IMPL_pre_cts_slack_ns=2.22
export IMPL_common_cells="dfxtp_1 (118), a21oi_1 (97), nand2_1 (90)"
export IMPL_ys_types=47
export IMPL_clock_tree_buffer_depth=2
==> stage by stage <==
stage | power (mW) | instance area (um^2) | hold WS (ns) | instances
3_3_place_gp | 0.791 | 6390 | 0.445 | 889
2_1_floorplan | 0.783 | 5980 | 0.421 | 712
3_5_place_dp | 0.792 | 6390 | 0.447 | 889
==> logic make-up after synthesis <==
group           synth area share
flops                      0.395
buf+inv                   0.0726
xor+xnor                  0.0377
fa+ha+maj                 0.0699
simple gates               0.224
compound gates             0.201
No activity file was given, so power comes from the tool's default toggle rates.
